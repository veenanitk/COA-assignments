<file path="design/flow/config.mk">
export PLATFORM = sky130hd
export DESIGN_NAME = N_bit_adder
export DESIGN_NICKNAME = N_bit_adder
export VERILOG_FILES = /design/flow/design.v
export SDC_FILE = /design/flow/constraint.sdc
export NUM_CORES = 4
export LEC_CHECK = 1
export CORE_AREA = 10 10 104 104
export DIE_AREA = 0 0 114 114
</file>
<file path="design/flow/constraint.sdc">
current_design N_bit_adder

set clk_period 30.8
set clk_io_pct 0.2

create_clock -name clk0 -period $clk_period

set non_clock_inputs [all_inputs -no_clocks]
set_input_delay [expr $clk_period * $clk_io_pct] -clock clk0 $non_clock_inputs
set_output_delay [expr $clk_period * $clk_io_pct] -clock clk0 [all_outputs]
</file>
<file path="design/flow/design.v">
module N_bit_adder(input1,input2,cy_in,answer,carry_out,overflow);
   parameter n=32;               
   input [n-1:0] input1,input2;   
   output [n-1:0] answer;        
   output  carry_out;            
   output overflow;               
   wire [n-1:0] carry;           
   wire [n-1:0] input3;           
   input cy_in;
   genvar i;
    for(i=0;i<n;i=i+1)
       xor(input3[i],input2[i],cy_in);    
   generate 
    for(i=0;i<n;i=i+1)
       begin
       if(i==0) 
       FA f(carry[0],answer[0],input1[0],input3[0],cy_in);        
       else
       FA f(carry[i],answer[i],input1[i],input3[i],carry[i-1]);
       end
    assign carry_out = carry[n-1];
    assign overflow=carry[n-1] ^ carry[n-2];
   endgenerate
endmodule 
module FA(cy_out,sum,a,b,cy_in);
output sum,cy_out;
input a,b,cy_in;
wire t1,t2,t3;
HA G1(t1,t2,a,b);        
HA G2(sum,t3,t1,cy_in);   
or (cy_out,t3,t2);
endmodule
module HA(sum,cy_out,a,b);
output sum,cy_out;
input a,b;
xor (sum,a,b);          
and (cy_out,a,b);
endmodule
</file>
<file path="design/flow/run.sh">
#!/bin/bash
# OpenROAD 26Q1-2900-gdf79404cd8, Yosys 0.63+post, stock flow scripts
make -C /OpenROAD-flow-scripts/flow DESIGN_CONFIG=/design/flow/config.mk WORK_HOME=/design/flow/orfs finish
</file>
==> Changelog: implementation <==
## Flow update

* Rows at 34
* Most used cell, CP: fa_1
* Critical Path End Type: primary output
* Synth Area in Simple Gates at 0%
* Largest stage delay, worst path at 0.47 ns
* Largest net degree at the start of global routing at 33
* Chip Area at 0.0130 mm2
* Max cap viols at 0
* Met2 usage at 8.01%
* First-pass GRT wire length at 5690 um
* Setup TNS at 0 ns
* Tot GR Track Use at 5.22%
* Filler cell count at 948
* Ao+oa area frac at 0%
* Status: finished, final reports clean
* OpenROAD warning count at 32
* Met1 Use GR at 6.81%
* Post_cts resized at 0
* # placed instances at 334
* RD Place Congestion at 0.739
* Final setup violation count at 0
* Mux share at 0.683%
* Netlist cell types at 10
* P per Cell Area at 24.8 mW/mm2
* Detail Route Antenna Nets at 0
* Hold WC Path Type: input pin to primary output
* Flip-flops at 0
* Post-DR wirelength/cell at 10.7 um
* Slew Limit Fails at 0
* Synth Warn # at 0
* Via count at 1074
* Most frequent cells in the layout: clkdlybuf4s50_1, inv_1, fa_1
* Xor/xnor share at 20.8%
* Leakage power at 1.03 nW
* Mapped Avg Cell Area at 9.04 um2
* Setup Buffers After CTS at 0
* Syn Inst Count at 162
* Cts hold-fix bufs at 0
* # clk buffers at 0
* Die Width at 114 um
* Logic area at 935 um2
* Max VDD drop at 14.8 uV
* GR Util met3 at 2.82%
* Adder-Cell Fraction of Synth Area at 42.4%
* Vias in the first global route at 1181
* Finished Layout Cells at 334
* Iteration tally of the first detailed-router pass at 2
* FMAX at 38.7 MHz
* Critical path launch point type: input pin
* Worst Path Max Fanout at 32
* # port buffers at 99
* Total placed instance area at 0.00229 mm2
* Cycle use final at 83.8%
* RSZ-0062 raised after global routing: false
* Via density at 3.22
* Yosys synthesis chip area at 0.00147 mm2
* Initial drt markers at 7
* Total gr overflow at 0
* Initial antenna violation count at 0
* Share of cells above drive strength 1 at 1.77%
* Post-route cell area at 0.00229 mm2
* Crit path kind: input pin to primary output
* Detailed placement HPWL at 3430 um
* Comb area leader: adder cells
* Synth Cell Area at 0.00147 mm2
* CP max-delay cell: fa_1
* Critical Path RT at 24.64 ns
* Die height at 114 um
* Slew @ Worst Pin at 0.542 ns
* Commonest Layout Cell: clkdlybuf4s50_1
* Core Area at 0.00868 mm2
* Area grow syn2layout at 56.4%
* Post-Route WL at 3560 um
* Seq share, synth at 0%
* Final hold vios at 0
* Final min period at 25.83 ns
* # Cells Yosys at 162
* CP arrival at 19.67 ns
* Final core occ at 26.4%
* GRT busiest layer: met2
* Drt drc at 0
* Floorplan Utilization at 16.9%
* Storage cell area at 0 um2
* Hold Crit Depth at 3
* Rel. slew slack at 63.8%
* ANT cells at 0
* Io pins at 99
## per-stage QoR
| stage | setup slack (ns) | power (mW) | hold WS [ns] |
|---|---|---|---|
| detailed placement | 4.91 | 0.0589 | 13.30 |
| global route | 4.58 | 0.0652 | 13.33 |
| global placement | 4.89 | 0.0590 | 13.29 |
| floorplan | 6.02 | 0.0364 | 12.47 |
| CTS | 4.86 | 0.0593 | 13.30 |
| finish | 4.97 | 0.0569 | 13.28 |
## kinds of logic after synthesis
kind of cell and count (synthesis):
xor+xnor 33, fa+ha+maj 31, mux 1, buf+inv 97
## path summary, 6_finish.rpt
check	start	endpoint	slack, ns
setup / recovery	cy_in	answer[31]	4.97
hold / removal	input1[0]	answer[0]	13.28
## synth_stat cells
cell type | instances | area [um2]
mux2i_1 | 1 | 10.0
buf_12 | 1 | 20.0
xnor2_1 | 29 | 254
xor2_1 | 2 | 17.5
fa_1 | 31 | 621
buf_8 | 2 | 30.0
xnor2_2 | 2 | 32.5
buf_6 | 1 | 11.3
buf_4 | 32 | 240
inv_1 | 61 | 229
## where the power goes
part           total [mW]  switching, mW  internal, mW
Combinational      0.0569         0.0176        0.0392
Clock                   0              0             0
Sequential              0              0             0
Total              0.0569         0.0176        0.0392
## per-layer routing
metal	up-vias	part of all wire (%)
met2	65	43
met1	491	41
met3	0	16
met4	0	0
met5	-	0
li1	518	-
## final cells by class
| type | count | area share [%] |
|---|---|---|
| Timing Repair Buffer | 100 | 43.3 |
| Multi-Input combinational cell | 65 | 40.8 |
| Inverter | 61 | 9.99 |
| Tap cell | 108 | 5.90 |
## critical path: cells and delay by family
family                     cells  cell delay (ns)
xor gates and xnor gates       1             0.18
buffers and inverters          4             1.01
adders and majority gates     31            12.26
Power figures rest on the tool's default switching activity, not on a simulated workload.
